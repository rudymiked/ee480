File: ./run.sh
#!/bin/bash
# OpenROAD 26Q1-2900-gdf79404cd8, Yosys 0.63+post, stock flow scripts
make -C /OpenROAD-flow-scripts/flow DESIGN_CONFIG=/design/flow/config.mk WORK_HOME=/design/flow/orfs finish
File: ./config.mk
export PLATFORM = sky130hd
export DESIGN_NAME = ROM_straight
export DESIGN_NICKNAME = ROM_straight
export VERILOG_FILES = /design/flow/design.v
export SDC_FILE = /design/flow/constraint.sdc
export NUM_CORES = 4
export LEC_CHECK = 1
export CORE_UTILIZATION = 40
File: ./constraint.sdc
current_design ROM_straight

set clk_period 43.4
set clk_io_pct 0.2

create_clock -name clk0 -period $clk_period [get_ports {clk}]

set non_clock_inputs [all_inputs -no_clocks]
set_input_delay [expr $clk_period * $clk_io_pct] -clock clk0 $non_clock_inputs
set_output_delay [expr $clk_period * $clk_io_pct] -clock clk0 [all_outputs]
File: ./design.v
module ROM_straight(reg_in, clk, addr, ce, clr, rw, reg_out);
  parameter addr_width = 8, data_width = 16;
  input rw, clr, clk, ce;
  input [(data_width-1):0] reg_in;
  input [(addr_width-1):0] addr;
  output [(data_width-1):0] reg_out;
  reg [(data_width-1):0] reg_out;
  integer i;
  reg [(data_width-1):0] mem[((2**addr_width)-1):0];
  initial
  begin
    mem[0] = 16'b0011100000000011;
    mem[1] = 16'b0000000000001010;
    mem[2] = 16'b0000010000000100;
    mem[3] = 16'b0000100000000001;
    mem[4] = 16'b0000110000001000;
    mem[5] = 16'b0001010000000111;
    mem[6] = 16'b0001100000000010;
    mem[7] = 16'b0010000000000001;
    mem[8] = 16'b0001110000000001;
    mem[9] = 16'b0000010000001010;
    mem[10] = 16'b0011110000000000;
    for(i = 11; i < 256; i = i + 1)
      mem[i] = 0;
  end
  always@(posedge clk)
  begin
  if(!clr)  
  begin
      reg_out <= 0;
		for(i=0; i<(2**addr_width); i=i+1)
		begin
			mem[i] <= 0;
		end
  end
  if (ce)
  begin  
	 if (clr)
	 begin
	   if(rw)  
	   begin
		  reg_out <= mem[addr];
      end
	   else
	   begin  
		  mem[addr] <= reg_in;
	   end
	 end
  end
  else  
    reg_out <= 8'bZ;
  end
endmodule
==> out/qor.txt <==
Setup TNS = 0 ns
Die Wd = 688 um
Failing checks = capacitance limit, slew limit
Unique cell type count in the Yosys netlist = 71
DRT iter0 DRCs = 7219
# port buffers = 43
Net Sw Frac = 0.233
Remaining Overflow, GRT = 0
# IOs = 44
Gate power share = 0.078
Reg2reg end = reg_out[6]
CP required = 44.32 ns
Register-to-Register Path Depth = 7
Antenna violations before repair = 40
Number of logged tool warnings = 26
WL final = 625000 um
Routed vias/inst = 5.69
Final setup viols = 0
Final Hold Violation Tally = 0
Total GRT Usage = 0.288
First-pass GRT wire length = 879000 um
Post-CTS setup buffer count = 0
Crit path kind = primary input to flop
Worst Hold Endpoint = reg_out[15]
Chip area = 473000 um^2
Clock root buffer = clkbuf_16
Reg clk slew, reported paths = 0.06 ns
Min-Delay Path Class = flop to flop
FP Util = 0.402
DRT antenna net count = 0
Outcome = complete, but fails checks
Synth Instances = 12.5k
DP Area = 198000 um^2
Row Count = 251
Final clock skew = 0.0607 ns
Via count = 109k
CP Launch Type = primary input
Late-Pin Clk Latency = 1.02 ns
TritonCTS clock tree = done
Clock net sink count = 4112
CTS max path bufs = 4
Post-synth EDFFs = 4096
Internal power = 6940 uW
Core area = 468000 um^2
Max-slew violation count = 6
Max_cap viols = 1
Vias in the first global route = 115k
Worst-path maximum fanout = 62
Area figure in the yosys stat output = 188000 um^2
Ys async rst share = 0
WL/cell = 32.6 um
Sequential area share after synthesis = 0.656
Hpwl dp = 401000 um
Worst Hold Depth = 2
Final Wtd Congestion = 0.972
Final min period = 13.84 ns
Worst r2r src = mem[79][6]
Mean Syn Cell Area = 15.0 um^2
Yosys cell count = 12.5k
Warnings, synthesis = 2
Unrepaired setup endpoints after global routing = false
Least-Margin Pin Slew = 1.55 ns
Leakage = 0.0734 uW
Synth flops = 4112
Sequential Power Share = 0.510
Layout cell share with drive strength beyond 1 = 0.195
Slew HR = -0.0366
Cts hold-fix bufs = 0
CP arrival = 14.76 ns
Post-route clock period utilization = 0.319
Largest net degree at the start of global routing = 99
CTS resizes = 0
PwrDens = 42.7 nW/um^2
Worst Setup End Kind = flop
WHS = 0.757 ns
Cell Area, Synth = 188000 um^2
Psw = 2110 uW
Peak VDD IR = 0.0348 mV
Hold wc startpoint = reg_out[15]
Fmax = 0.0723 GHz
DRC violation count after routing = 0
Reg2Reg Setup Slack = 39.87 ns
Fin area = 212000 um^2
Main flop type = edfxtp_1
Cts bufs inserted = 433
Htree depth = 5
Detailed-router iteration count before antenna repair = 8
Die Span Y = 688 um
Clock share of power = 0.413
Synthesis-to-layout area growth = 12.7%
[logic make-up after synthesis]
logic type / share of synthesized area
and+or+nand+nor: 0.156
DFF: 0.656
muxes: 0.127
buffers and inverters: 0.0281
AOI/OAI and AO/OA: 0.0331
[power groups by stage]
stage	Clock, uW	Sequential (uW)	Combinational [uW]
after CTS	3770	4610	695
after global routing	3920	4630	730
final	3740	4610	703
[state kept, by name, indices dropped and copies added (netlist names)]
name     flops
mem       4096
reg_out     16
[through the flow]
stage	util	power, uW	setup WS, ns	instances
after global routing	0.453	9280	29.14	19200
after floorplan	-	5050	31.67	12500
final	0.453	9050	29.56	19200
after global placement	0.423	5370	28.20	18400
after detailed placement	0.423	5390	28.56	18400
after CTS	0.453	9080	29.65	19200
[synthesized netlist by cell type (125+ instances only)]
cell,count,area share
and3_1,134,0.0045
nand3_1,177,0.0047
o21ai_0,346,0.0092
clkbuf_1,949,0.019
edfxtp_1,4096,0.65
buf_2,179,0.0048
a21oi_1,127,0.0034
nand2_1,125,0.0025
nor2_1,274,0.0055
mux4_2,837,0.10
a22oi_1,238,0.0095
mux2i_1,381,0.020
and2_1,3971,0.13
[metal layers]
layer,routed length [um],GRT usage
met5,2520,0.0412
met2,277000,0.404
met3,117000,0.236
met1,194000,0.320
met4,34300,0.120
[worst max path at each step]
stage | from | cells after the start | endpoint | slack (ns)
4_1_cts | addr[0] | 14 | reg_out[6] | 29.65
5_1_grt | addr[0] | 12 | reg_out[10] | 29.14
6_report | addr[0] | 12 | reg_out[3] | 29.56
[layout by cell type (no fill, tap or decap), types with 17 or more instances in the layout]
cell type	Yosys	routed
buf_8	0	18
and2_1	3971	3969
mux2_2	114	114
buf_4	61	810
mux2i_1	381	380
o21ai_2	0	25
a22o_1	19	19
and3_1	134	134
o21ai_0	346	94
nor3_1	41	39
bufinv_16	0	52
clkinv_1	1	108
nor2_1	274	267
clkbuf_16	0	440
a21oi_1	127	127
nand4_1	57	57
nand2_1	125	112
o22ai_1	53	53
nor2_2	35	35
clkdlybuf4s50_1	0	17
a22oi_1	238	238
edfxtp_1	4096	4096
nand3_1	177	172
diode_2	0	37
clkinv_2	0	93
o21ai_1	0	227
o211ai_1	20	20
mux4_2	837	837
clkbuf_1	949	80
a221oi_1	51	51
[cell type report]
| type | instances | area, um^2 |
|---|---|---|
| timing repair buffer | 858 | 6710 |
| tap | 6198 | 7750 |
| clock inverter | 285 | 2890 |
| multi-input combinational | 7180 | 59800 |
| clock buffer | 520 | 11300 |
| antenna | 37 | 92.6 |
| sequential | 4112 | 123000 |
| inverter | 7 | 31.3 |
| fill | 38900 | 256000 |
[worst max-delay path, cell delays in order]
cell	delay, ns
buf_12	0.29
buf_4	0.62
buf_4	0.57
buf_4	0.65
buf_4	0.69
buf_4	0.56
mux4_2	0.58
mux2i_1	0.23
o32ai_1	0.21
a2111oi_2	0.68
o2111ai_1	0.25
o221a_1	0.25
Power figures rest on the tool's default switching activity, not on a simulated workload.
