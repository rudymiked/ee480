==> flow/design.v <==
module ROM_loop(reg_in, clk, addr, ce, clr, rw, reg_out);
  parameter addr_width = 8, data_width = 16;
  input rw, clr, clk, ce;
  input [(data_width-1):0] reg_in;
  input [(addr_width-1):0] addr;
  output [(data_width-1):0] reg_out;
  reg [(data_width-1):0] reg_out;
  integer i;
  reg [(data_width-1):0] mem[((2**addr_width)-1):0];
  initial
  begin
    mem[0] = 16'b0011100000000110;
    mem[1] = 16'b0000010000000100;
    mem[2] = 16'b0000000000000010;
    mem[3] = 16'b0001110000000001;
    mem[4] = 16'b0010100000001000;
    mem[5] = 16'b0000010000000001;
    mem[6] = 16'b0011110000000000;
    for(i = 7; i < 256; i = i + 1)
      mem[i] = 0;
  end
  always@(posedge clk)
  begin
  if(!clr)  
  begin
      reg_out <= 0;
		for(i=0; i<(2**addr_width); i=i+1)
		begin
			mem[i] <= 0;
		end
  end
  if (ce)
  begin  
	 if (clr)
	 begin
	   if(rw)  
	   begin
		  reg_out <= mem[addr];
      end
	   else
	   begin  
		  mem[addr] <= reg_in;
	   end
	 end
  end
  else  
    reg_out <= 8'bZ;
  end
endmodule
==> flow/run.sh <==
#!/bin/bash
# OpenROAD 26Q1-2900-gdf79404cd8, Yosys 0.63+post, stock flow scripts
make -C /OpenROAD-flow-scripts/flow DESIGN_CONFIG=/design/flow/config.mk WORK_HOME=/design/flow/orfs finish
==> flow/config.mk <==
export PLATFORM = sky130hd
export DESIGN_NAME = ROM_loop
export DESIGN_NICKNAME = ROM_loop
export VERILOG_FILES = /design/flow/design.v
export SDC_FILE = /design/flow/constraint.sdc
export NUM_CORES = 4
export LEC_CHECK = 1
export CORE_UTILIZATION = 40
==> flow/constraint.sdc <==
current_design ROM_loop

set clk_period 26.1
set clk_io_pct 0.2

create_clock -name clk0 -period $clk_period [get_ports {clk}]

set non_clock_inputs [all_inputs -no_clocks]
set_input_delay [expr $clk_period * $clk_io_pct] -clock clk0 $non_clock_inputs
set_output_delay [expr $clk_period * $clk_io_pct] -clock clk0 [all_outputs]
==> results.sh <==
# yosys + openroad results
export IMPL_status="finished with violations"
export IMPL_violations="capacitance limit, slew limit"
export IMPL_crit_required_ns=27.00
export IMPL_grt_pass1_wl_mm=873
export IMPL_wl_mm=621
export IMPL_crit_arrival_ns=12.15
export IMPL_warning_count=38
export IMPL_maxCapViolCount=1
export IMPL_insertion_delay_ns=1.02
export IMPL_std_cell_rows=251
export IMPL_wl_per_cell_um=32.3
export IMPL_rsz0062_at_grt="false"
export IMPL_crit_path_end_kind="register"
export IMPL_viasPerCell=5.64
export IMPL_netlist_area_leader_share_pct=65.4
export IMPL_start_kind="input pin"
export IMPL_syn_to_final_growth_pct=12.4
export IMPL_fillers=38954
export IMPL_maxSlewHeadroom_pct=-7.98
export IMPL_synth_cell_area_um2=188000
export IMPL_clk_pin_slew_ns=0.06
export IMPL_post_cts_buffers=0
export IMPL_ant_nets=0
export IMPL_ir_drop_mv=0.0607
export IMPL_antenna_found_initial=35
export IMPL_grt_use_total_pct=28.6
export IMPL_maxSlewViolCount=2
export IMPL_syn_inst=12542
export IMPL_dp_hpwl_mm=395
export IMPL_synthTopCellsByArea="edfxtp_1 65%, and2_1 13%, mux4_2 10%"
export IMPL_async_reset_ff_share_pct=0
export IMPL_cts_tree="done"
export IMPL_finalInstanceArea_um2=211000
export IMPL_cts_resized=0
export IMPL_fin_hold_ws_ns=0.755
export IMPL_cts_root_buf="clkbuf_16"
export IMPL_cp_max_fo=68
export IMPL_p_leak_uw=0.0731
export IMPL_synth_main_ff_cell="edfxtp_1"
export IMPL_die_y_um=688
export IMPL_drt_first_iter_violations=6902
export IMPL_yosys_warnings=2
export IMPL_ys_ff=4112
export IMPL_power_uw=14800
export IMPL_num_io_pins=44
export IMPL_fmax_mhz=88.9
export IMPL_dpl_cell_area_um2=198000
export IMPL_worst_hold_path_num_cells=2
export IMPL_hold_viol=0
export IMPL_drt_pass1_iter_count=6
export IMPL_rrSetupSlack_ns=22.38
export IMPL_synth_seq_share_pct=65.6
export IMPL_yosysTopAreaCell="edfxtp_1"
export IMPL_cts_buffers=439
export IMPL_htreeDepth=5
export IMPL_grt_max_degree=117
export IMPL_min_from="reg_out[10]"
export IMPL_die_area_um2=473000
export IMPL_edf_count=4096
export IMPL_dp_cells=18348
export IMPL_yosysUniqueCellTypes=71
export IMPL_hold_buffers=0
export IMPL_clk_path_buf_depth=4
export IMPL_ys_cells=12542
export IMPL_num_vias=108392
export IMPL_rr_endpoint="reg_out[0]"
export IMPL_die_x_um=688
export IMPL_path_class="input pin to register"
export IMPL_core_um2=468000
export IMPL_worstHoldPathType="register to register"
export IMPL_worst_slew_pin_slew_ns=1.62
export IMPL_avgSynthCellArea_um2=15.0
export IMPL_ys_area_um2=188000
export IMPL_min_period_ns=11.24
export IMPL_io_buffers=43
export IMPL_pwr_density_cell_nw_per_um2=70.0
export IMPL_grt_overflow=0
export IMPL_fp_util_pct=40.2
export IMPL_fin_setup_tns_ns=0
export IMPL_clock_sinks=4112
export IMPL_worstHoldEndpoint="reg_out[10]"
export IMPL_drcViolationCount=0
export IMPL_reg2reg_depth=7
export IMPL_clock_skew_ns=0.0754
export IMPL_final_cells=19217
export IMPL_first_global_vias=114732
export IMPL_setup_violations=0
export IMPL_period_used_pct=43.1
export IMPL_place_congestion=0.976
export IMPL_rr_startpoint="mem[194][0]"
export IMPL_layout_drive_gt1_share_pct=19.3
[final cells by class]
cell class | instances | area, µm² | share of cell area [%]
Clock inverter | 246 | 1950 | 0.924
Tap cell | 6198 | 7750 | 3.67
Sequential cell | 4112 | 123000 | 58.3
Clock buffer | 558 | 11600 | 5.50
Timing Repair Buffer | 854 | 6740 | 3.19
Inverter | 7 | 31.3 | 0.0148
Multi-Input combinational cell | 7180 | 59800 | 28.3
Antenna cell | 62 | 155 | 0.0734
[cells by family after synthesis]
logic type / synth area share (%)
AND-OR/OR-AND: 3.31
buffers and inverters: 2.81
flip-flops: 65.6
multiplexers: 12.7
AND/OR/NAND/NOR: 15.6
[cells in the final DEF (no fill, tap or decap), types with 13 or more instances in the layout]
master / n
nor2_2: 35
o211ai_1: 20
clkbuf_16: 448
nand2_2: 13
clkinv_2: 84
o22ai_1: 53
nand2_1: 112
mux4_2: 837
clkbuf_1: 109
a221oi_1: 51
bufinv_16: 25
nand3_1: 172
edfxtp_1: 4096
and2_1: 3969
mux2_2: 114
a22oi_1: 238
diode_2: 62
o21ai_1: 227
nor2_1: 267
a22o_1: 19
o21ai_0: 94
clkinv_1: 109
and3_1: 134
o21ai_2: 25
a31oi_1: 13
a21oi_1: 127
clkdlybuf4s50_1: 17
buf_8: 18
nand4_1: 57
buf_4: 800
nor3_1: 38
dfxtp_1: 16
mux2i_1: 381
[critical path, cell delays in order]
cell	delay, ns
buf_16	0.33
buf_4	0.56
buf_4	0.65
buf_4	0.62
buf_4	0.54
buf_4	0.67
buf_4	0.66
buf_4	0.48
mux4_2	0.36
a22oi_1	0.23
a21oi_1	0.12
o311ai_0	1.09
buf_4	0.31
nand4_1	0.08
[state kept, by name, indices dropped and copies added (netlist names)]
signal	count
reg_out	16
mem	4096
[where the power goes]
group / total, µW / leakage [µW] / internal (µW) / switching [µW]
logic: 1160 / 0.0275 / 372 / 791
clock network: 5960 / 0.00665 / 3380 / 2580
registers: 7670 / 0.0390 / 7570 / 95.0
total: 14800 / 0.0731 / 11300 / 3470
[per-stage QoR]
step	util [%]	setup slack (ns)
after floorplan	-	17.83
after global placement	42.3	13.58
after detailed placement	42.3	13.85
after CTS	45.2	14.89
after global routing	45.2	14.53
final	45.2	14.86
[worst max-delay path by stage]
stage        from          end  slack (ns)  cells past startpoint
6_report  addr[1]  reg_out[13]       14.86                     14
5_1_grt   addr[1]  reg_out[13]       14.53                     14
4_1_cts   addr[1]   reg_out[8]       14.89                     14
[routing by layer]
| layer | track usage, % | wire length (µm) |
|---|---|---|
| met5 | 7.09 | 3390 |
| met4 | 12.4 | 35000 |
| met3 | 22.8 | 115000 |
| met2 | 40.0 | 275000 |
| met1 | 31.7 | 193000 |
[synth_stat cells (125+ instances only)]
cell and n:
mux4_2 837, nand2_1 125, o21ai_0 346, mux2i_1 381
a21oi_1 127, and3_1 134, clkbuf_1 949, and2_1 3971
a22oi_1 238, edfxtp_1 4096, buf_2 179, nand3_1 177
nor2_1 274
Power and IR drop assume default switching activity.
