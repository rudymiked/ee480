### config.mk
export PLATFORM = sky130hd
export DESIGN_NAME = ROM_hvpi
export DESIGN_NICKNAME = ROM_hvpi
export VERILOG_FILES = /design/flow/design.v
export SDC_FILE = /design/flow/constraint.sdc
export NUM_CORES = 4
export LEC_CHECK = 1
export CORE_UTILIZATION = 30
### constraint.sdc
current_design ROM_hvpi

set clk_period 32.6
set clk_io_pct 0.2

create_clock -name clk0 -period $clk_period [get_ports {clk}]

set non_clock_inputs [all_inputs -no_clocks]
set_input_delay [expr $clk_period * $clk_io_pct] -clock clk0 $non_clock_inputs
set_output_delay [expr $clk_period * $clk_io_pct] -clock clk0 [all_outputs]
### design.v
module ROM_hvpi(reg_in, clk, addr, ce, clr, rw, reg_out);
  parameter addr_width = 8, data_width = 16;
  input rw, clr, clk, ce;
  input [(data_width-1):0] reg_in;
  input [(addr_width-1):0] addr;
  output [(data_width-1):0] reg_out;
  reg [(data_width-1):0] reg_out;
  integer i;
  reg [(data_width-1):0] mem[((2**addr_width)-1):0];
  initial
  begin
    mem[0] = 16'b0011100000000001;
    mem[1] = 16'b0000000000000100;
    mem[2] = 16'b0011110000000000;
    for(i = 3; i < 256; i = i + 1)
      mem[i] = 0;
  end
  always@(posedge clk)
  begin
  if(!clr)  
  begin
      reg_out <= 0;
		for(i=0; i<(2**addr_width); i=i+1)
		begin
			mem[i] <= 0;
		end
  end
  if (ce)
  begin  
	 if (clr)
	 begin
	   if(rw)  
	   begin
		  reg_out <= mem[addr];
      end
	   else
	   begin  
		  mem[addr] <= reg_in;
	   end
	 end
  end
  else  
    reg_out <= 8'bZ;
  end
endmodule
### run.sh
#!/bin/bash
# OpenROAD 26Q1-2900-gdf79404cd8, Yosys 0.63+post, stock flow scripts
make -C /OpenROAD-flow-scripts/flow DESIGN_CONFIG=/design/flow/config.mk WORK_HOME=/design/flow/orfs finish
==> impl_metrics.toml <==
# generated from flow reports
[run_status]
status = "finished, violations left"
violations = "capacitance limit, slew limit"

[setup_path]
path_max_fanout = 64
cp_slowest_stage_delay_ns = 0.71
reg2regPathDepth = 6
cp_data_arrival_time_ns = 12.66
crit_slowest_cell = "buf_4"
startpoint = "addr[0]"
path_class = "input pin to register"
reg2reg_slack_ns = 29.23
cpMostUsedCell = "buf_4"
critPathCaptureType = "register"
rr_endpoint = "reg_out[2]"
worstReg2RegStart = "mem[64][2]"
worstSetupStartpointType = "input pin"
path_cells = "buf_16 > buf_12 > buf_4 > buf_4 > buf_4 > buf_4 > buf_4 > mux4_2 > a22oi_1 > a21oi_1 > nor4_1 > o22ai_1 > nor4_1 > nor2_1"
cp.required_ns = 33.53

[synth]
syn_inst = 12500
yosysUniqueCellTypes = 71
ys.flops = 4112
top_area_cell = "edfxtp_1"
yosysTopAreaCellShare_pct = 65.4
yosys-stat-area_mm2 = 0.188
synth-edff-count = 4096
async_flop_share_pct = 0
ys_cells = 12500
synth_area_mm2 = 0.188
ys_seq_share_pct = 65.6
ys_top_cells_by_area = "edfxtp_1 (65%), and2_1 (13%), mux4_2 (10%)"
yosys_most_used_dff = "edfxtp_1"
syn_avg_cell_area_um2 = 15.0
ys.warnings.count = 2

[detailed_routing]
drc = 0
vias = 107000
first_iter_violations = 7667
drt.antenna.violating_nets = 0
first_pass_iters = 6
drt_wl_total_mm = 611
wl_per_cell_um = 28.7
detail_route.vias_per_cell = 5.03

[placement]
hpwl_mm = 387
numPortBuffers = 43
gp_congestion = 0.965
dp.cells = 20500
post_dp_cell_area_mm2 = 0.200

[clock_tree]
postCtsHoldBufs = 0
h-tree-depth = 5
clk_path_buf_depth = 4
cts_resized = 0
clkSlewWorstSetupHoldPaths_ns = 0.06
clock-sinks = 4112
cts_buffers = 427
post_cts_buffers = 0
cts_root_buf = "clkbuf_16"
cts_tree = "yes"
worstSkewPairLatency_ns = 1.06

[floorplanning]
initCoreUtil_pct = 30.1
core_mm2 = 0.624
fp.dieH_um = 794
dieWidth_um = 794
io_pins = 44
rows = 290
die_area_mm2 = 0.630

[layout]
regArea_mm2 = 0.123
fillers = 58700
area_delta_synth_final_pct = 13.7
layout-drive-gt1-share_pct = 19.1
logic_area_mm2 = 0.0599
final_area_mm2 = 0.214
fin_cells = 21300

[global_routing]
grt_pass1_vias = 112000
grt_use_total_pct = 20.4
grt-ovfl-total = 0
antenna_found_initial = 45
grt_max_degree = 111
grt_pass1_wl_mm = 863

[sta]
hold_ws_ns = 0.571
grt_setup_unrepaired = "no"
fmax_mhz = 85.3
finalSetupTns_ns = 0
setup_viol = 0
drv_slew = 11
tightest_slew_ns = 1.50
hold_viol_final = 0
slew_headroom_pct = -0.601
clock_skew_ns = 0.0751
fin_crit_sh_pct = 36.0
period_needed_ns = 11.73

[pwr]
powerDensity_mw_per_mm2 = 55.5
vdd_drop_max_mv = 0.0493
total_leakage_power_nw = 73.1

[job]
warnings = 29
maxCapViolCount = 1

[hold_path]
min_to = "reg_out[14]"
hp-class = "register to register"
hold_path_depth = 2
hp-start = "reg_out[14]"
-- final cells by class --
type,instances,area share (%)
antenna,46,0.0538
clock buffer,544,5.29
clock inverter,231,0.992
inverter,7,0.0170
multi-input combinational,7180,28.0
sequential,4112,57.7
tap,8322,4.87
timing repair buffer,840,3.10
-- critical path, delay by kind of cell --
kind / cells / cell delay (ns)
buffers and inverters: 7 / 3.78
and+or+nand+nor: 3 / 0.79
AOI/OAI and AO/OA: 3 / 0.73
muxes: 1 / 0.55
-- report_power, final --
| group | internal, mW | switching, mW |
|---|---|---|
| Combinational | 0.297 | 0.630 |
| Sequential | 6.06 | 0.0728 |
| Clock | 2.70 | 2.10 |
| Total | 9.06 | 2.80 |
-- flip-flops by register name (all words and copies together), names as in the netlist --
register	count
mem	4096
reg_out	16
-- worst max path at each step --
| stage | endpoint | slack [ns] | cells after the start |
|---|---|---|---|
| CTS | reg_out[1] | 20.80 | 14 |
| global route | reg_out[1] | 20.31 | 14 |
| finish | reg_out[1] | 20.88 | 14 |
-- per-layer routing --
metal	share of wire (%)	global-route usage (%)
met4	4.7	7.68
met1	33	22.9
met5	0.47	3.23
met3	19	16.9
met2	43	28.6
-- synth_stat cells, types with 13 or more instances --
| library cell | n |
|---|---|
| edfxtp_1 | 4096 |
| and2_1 | 3971 |
| clkbuf_1 | 949 |
| mux4_2 | 837 |
| mux2i_1 | 381 |
| o21ai_0 | 346 |
| nor2_1 | 274 |
| a22oi_1 | 238 |
| buf_2 | 179 |
| nand3_1 | 177 |
| and3_1 | 134 |
| a21oi_1 | 127 |
| nand2_1 | 125 |
| mux2_2 | 114 |
| buf_4 | 61 |
| nand4_1 | 57 |
| o22ai_1 | 53 |
| a221oi_1 | 51 |
| nor3_1 | 41 |
| buf_1 | 35 |
| nor2_2 | 35 |
| o211ai_1 | 20 |
| a22o_1 | 19 |
| buf_6 | 18 |
| dfxtp_1 | 16 |
| a31oi_1 | 14 |
| nor4_1 | 14 |
| nand2b_1 | 13 |
-- through the flow --
stage | setup slack, ns | util, % | power [mW]
3_3_place_gp | 18.89 | 32.1 | 7.15
3_5_place_dp | 19.71 | 32.1 | 7.16
5_1_grt | 20.31 | 34.3 | 12.2
4_1_cts | 20.80 | 34.2 | 11.9
2_1_floorplan | 23.03 | - | 6.72
6_report | 20.88 | 34.3 | 11.9
-- cells by family (layout without fill, tap and decap cells) --
family / Yosys count / in the layout / synth area share, %
AOI/OAI and AO/OA: 968 / 968 / 3.31
buffers and inverters: 1250 / 1622 / 2.81
DFF: 4112 / 4112 / 65.6
muxes: 1332 / 1332 / 12.7
other: 0 / 46 / 0
and+or+nand+nor: 4880 / 4880 / 15.6
-- placed cells by master, fill, tap and decap left out, types with 36 or more instances in the layout --
cell type and count:
o21ai_0 95, a22oi_1 238, clkbuf_16 433, diode_2 46, clkinv_1 101, nand3_1 171
nand4_1 57, o22ai_1 53, clkinv_2 74, mux4_2 837, o21ai_1 229, nand2_1 112
mux2i_1 381, nor3_1 36, and2_1 3969, and3_1 134, edfxtp_1 4096, nor2_2 38
buf_4 790, a221oi_1 50, nor2_1 264, mux2_2 114, a21oi_1 127, clkbuf_1 105
Power figures rest on the tool's default switching activity, not on a simulated workload.
